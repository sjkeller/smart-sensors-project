<file path="flow/config.mk">
export PLATFORM = sky130hd
export DESIGN_NAME = baud_clk_generator
export DESIGN_NICKNAME = baud_clk_generator
export VERILOG_FILES = /design/flow/design.v
export SDC_FILE = /design/flow/constraint.sdc
export NUM_CORES = 4
export LEC_CHECK = 1
export CORE_AREA = 10 10 94 94
export DIE_AREA = 0 0 104 104
</file>
<file path="flow/constraint.sdc">
current_design baud_clk_generator

set clk_period 2.1
set clk_io_pct 0.2

create_clock -name clk0 -period $clk_period [get_ports {clk}]

set non_clock_inputs [all_inputs -no_clocks]
set_input_delay [expr $clk_period * $clk_io_pct] -clock clk0 $non_clock_inputs
set_output_delay [expr $clk_period * $clk_io_pct] -clock clk0 [all_outputs]
</file>
<file path="flow/design.v">
module baud_clk_generator
	#(parameter CLK_PER_BIT=625) (  
	    input wire clk,
	    input wire enable,
	    output reg baud_clk);
    reg [30:0] cnt = 0;
	initial baud_clk = 0;
    always @(posedge clk)
    begin
		if(enable == 1'b1) 
        		cnt = cnt + 1;
		else  
			cnt = 0;
		if(cnt >= CLK_PER_BIT)
		begin
			cnt = 0;
			baud_clk = ~baud_clk;
		end
    end    
endmodule
</file>
<file path="flow/run.sh">
#!/bin/bash
# OpenROAD 26Q1-2900-gdf79404cd8, Yosys 0.63+post, stock flow scripts
make -C /OpenROAD-flow-scripts/flow DESIGN_CONFIG=/design/flow/config.mk WORK_HOME=/design/flow/orfs finish
</file>
==> results.txt <==
The implementation run finished. The flow ran to the end, and the final reports show no timing, DRC or antenna violations. Largest net degree at the start of global routing landed at 11. Measured in cells, the most critical reg-to-reg path has a length of 8. The detail route stage leaves a number of antenna-violating nets equal to 0.

Fraction of final layout cells with drive strength greater than 1 landed at 39.2%. In this run the cell area of the synthesized design comes to 1630 sq um. Number of core rows landed at 30. The launch point of the worst min-delay path is recorded as baud_clk.

Number of synthesized register bits landed at 32. Max-cap violations in this run came to 0. Via count landed at 1452. The startpoint identified for the worst register-to-register timing path is cnt[0].

Post-route cell area landed at 2380 sq um. After global routing the overflow that remains totals 0. Number of enable flip-flop cells landed at 1.

Synthesis-to-layout area growth landed at 45.7%. The endpoint of the worst hold path is reported as baud_clk. Per the detail_route report, inserted antenna diodes total 0.

Looking at the clock tree report, the maximum root-to-sink buffer count equals 2. Wire length after detailed routing landed at 3820 microns. Count of cell types in the netlist landed at 55. The violation tally recorded at the end of detailed-routing iteration 0 is 90. Static timing analysis puts the maximum clock frequency at 482 MHz. Worst hold path depth landed at 1. Share of synthesized area occupied by flip-flops and latches landed at 39.8%. Looking at the critical path, the single cell with the biggest stage delay is dfxtp_4. Total CTS buffers landed at 5. The via count of the first global-routing pass came to 1270. The chip occupies 10800 sq um. The registers of the reported paths see a clock transition of 0.06 ns. Area inside the core boundary landed at 6830 sq um.

Across all stage logs, warnings added up to 28. Routed wirelength normalized by instance count landed at 11.8 microns. The worst setup path is of the reg2reg kind.

The worst path in the final design needs a cycle of 2.08 ns, including I/O delays and setup. In this run the static leakage power is 0.930 nW. Yosys warning count landed at 1. For flop-to-flop paths, the worst setup slack is 0.02 ns.

Initial antenna violation count landed at 0. According to the report, the first pass of detailed routing completed in 4 iterations. The placement report lists the number of port buffers as 2. Clock insertion delay at the later pin of the skew report landed at 0.28 ns. STA classifies the critical path startpoint as a register.

For this design the top-level I/O count stands at 3. After synthesis, the mean cell area works out to 10.1 sq um. In this run the worst hold path is classified as reg2reg. In the post-route analysis, the smallest setup slack over all paths is 0.0244 ns. Post-route period utilization is reported as 98.8%. The final timing report lists a max-slew violation count of 0. The synth_stat.txt file lists the number of cells as 162. Before placement the cells fill 23.9% of the core. STA lists the maximum fanout along the critical path as 7. Post-place setup slack landed at -0.200 ns.

Horizontal extent of the die landed at 104 microns. Per STA, the worst path is made up of ha_4 > and4_4 > nand3_1 > nor4b_2 > a211o_1 > nand4_1 > buf_6 > a2111oi_2. VDD sags by at most 0.279 mV. Number of fill cells landed at 685.

Clock skew after layout landed at 0.00318 ns. Setup repair after global routing could not meet its margin everywhere. Cell area reported after detailed placement landed at 2090 sq um. TritonCTS built the clock tree. Looking at the reg2reg group, the worst path ends at cnt[5]. In this run the clock root is driven by a clkbuf_8. Counting flops with an async set or reset pin after synthesis yields a share of 0%. Hold-check failures listed in the final report amount to 0. Global placement routability congestion landed at 0.885. Count of H-tree levels built during CTS landed at 2. The floorplan step set the die height to 104 microns. Detailed placement HPWL landed at 2750 microns. Total cell area reported by yosys after synthesis landed at 1630 sq um. The clock drives 32 sinks. The OpenROAD report gives the critical path a data arrival time of 2.25 ns. The most used flip-flop cell after synthesis is dfxtp_1.

For this run, the detailed router reports a per-instance via density of 4.50. STA classifies the critical path endpoint as a register. The critical path endpoint has a required time of 2.27 ns. The first global-routing pass estimated 6100 microns of wire.

On the worst path, the slowest cell contributes a delay of 0.36 ns. Final setup violation count landed at 0. Summed over all routing layers, the global router reports a total usage of 6.59%. Remaining routing DRC violations landed at 0. Counting every instance in the synthesized netlist gives 162.

Power density normalized to cell area landed at 500 nW/um^2.
-- synth_stat cells (2+ instances only) --
cell,instances,area share [%]
nor3_2,4,2.5
a31oi_1,3,1.1
and2_1,2,0.77
buf_2,2,0.61
nor2_1,8,1.8
xnor2_1,8,4.3
a21oi_1,3,0.92
and3_1,6,2.3
o21ai_0,2,0.61
inv_1,4,0.92
nor4b_1,3,1.6
o31a_1,3,1.6
a2111o_1,2,1.4
and4_1,3,1.6
nand2_1,10,2.3
dfxtp_1,31,38
xor2_1,4,2.1
nand3_1,6,1.8
nand4_1,8,3.1
o2111ai_1,3,1.6
nor3_1,4,1.2
a211o_1,2,1.1
or4b_1,2,1.2
nor4_2,6,4.6
buf_4,2,0.92
buf_6,2,1.4
-- per-stage QoR --
stage	utilization, %	hold WS [ns]	total power, mW	setup TNS [ns]	std cells
finish	34.9	0.541	1.19	0	323
global route	34.9	0.550	1.24	-0.440	323
CTS	33.2	0.546	1.21	-0.180	318
detailed placement	30.7	0.534	0.722	-0.823	309
global placement	30.7	0.533	0.721	-0.792	309
floorplan	-	0.454	0.693	-0.0756	182
-- logic make-up after synthesis --
family / Yosys count / synth area share (%)
compound gates: 31 / 15.2
fa+ha+maj: 1 / 0.766
xor+xnor: 12 / 6.43
simple gates: 73 / 32.4
flops: 32 / 39.8
buf+inv: 10 / 3.83
mux: 2 / 1.30
other cells: 1 / 0.229
-- routing by layer --
layer / wire, microns / GRT usage, % / up-vias
met5: 0 / 0 / -
met4: 97 / 1.69 / 0
met3: 91 / 1.19 / 8
met2: 1740 / 9.86 / 27
met1: 1890 / 9.56 / 679
li1: - / - / 738
-- worst max-delay path by stage --
stage,endpoint,slack (ns),start,cells after the start
CTS,cnt[2],-0.04,cnt[0],8
global route,cnt[5],-0.08,cnt[1],8
finish,cnt[5],0.02,cnt[0],8
-- flip-flops by register name, indices dropped and copies added, names as in the netlist --
signal / cells
cnt: 31
baud_clk: 1
-- worst max-delay path, delay by kind of cell, from the launching register on --
family          cells  cell delay, ns
flops               1            0.36
compound gates      2            0.52
buf+inv             1            0.15
simple gates        4            0.77
fa+ha+maj           1            0.15
-- cell type report --
class	instances	area, sq um	share of cell area, %
timing repair buffer	43	363	15.2
inverter	4	15.0	0.631
clock inverter	2	10.0	0.420
sequential	32	666	28.0
multi-input combinational	140	1120	47.2
clock buffer	6	82.6	3.47
tap	96	120	5.04
-- report_power, final --
group          switching (mW)  internal [mW]
registers              0.0198          0.631
logic                  0.0296         0.0313
clock network           0.217          0.261
-- placed cells by master (no fill, tap or decap), drive strengths merged, types with 5 or more instances in the layout --
master  count
buf        41
clkbuf      6
conb       21
and4        5
and3        6
xnor2       8
nand2      10
nand4       9
nand3       7
nor3        8
dfxtp      31
nor2        8
nor4        8
-- repair_timing --
item                                    CTS  global route
gates resized                            18            17
hold buffers                              0             0
endpoints found under the setup margin   11            11
pin swaps                                15            12
setup buffers                             1             5
Power and IR drop assume default switching activity.

==> run.sh <==
#!/bin/bash
# OpenROAD 26Q1-2900-gdf79404cd8, Yosys 0.63+post, stock flow scripts
make -C /OpenROAD-flow-scripts/flow DESIGN_CONFIG=/design/flow/config.mk WORK_HOME=/design/flow/orfs finish
==> config.mk <==
export PLATFORM = sky130hd
export DESIGN_NAME = SPI
export DESIGN_NICKNAME = SPI
export VERILOG_FILES = /design/flow/design.v
export SDC_FILE = /design/flow/constraint.sdc
export NUM_CORES = 4
export LEC_CHECK = 1
export CORE_UTILIZATION = 30
==> constraint.sdc <==
current_design SPI

set clk_period 3.3
set clk_io_pct 0.2

create_clock -name clk0 -period $clk_period [get_ports {clk}]

set non_clock_inputs [all_inputs -no_clocks]
set_input_delay [expr $clk_period * $clk_io_pct] -clock clk0 $non_clock_inputs
set_output_delay [expr $clk_period * $clk_io_pct] -clock clk0 [all_outputs]
==> design.v <==
module clk_generator
	#(parameter CLK_PER_BIT=200) ( 
	    input wire clk,
	    input wire enable,
	    output reg out_clk);
    reg [30:0] cnt = 0;
	initial out_clk = 0;
    always @(posedge clk)
    begin
		if(enable == 1'b1) 
        		cnt = cnt + 1;
		else  
			cnt = 0;
		if(cnt >= CLK_PER_BIT)
		begin
			cnt = 0;
			out_clk = ~out_clk;
		end
    end    
endmodule
module SPI (
    input wire clk,    
    input wire spi_miso,
    input wire en,
    input wire rw,
    inout [0:7] data,
    input wire [0:5] address,
    output reg busy,
    output wire spi_clk,
    output reg spi_cs,
    output reg spi_mosi
);
    clk_generator spi_clk_generator(
	.clk( clk ),
	.enable (spi_clk_enable),
	.out_clk (spi_clk_gen)
    );
    wire spi_clk_gen;
    assign spi_clk = spi_cs || spi_clk_gen || ~internal_busy;  
    parameter SPI_HIGH = 1'b1;
    parameter SPI_LOW = 1'b0;
    parameter STATE_IDLE = 0;
    parameter STATE_SENDADDRESS = 1; 
    parameter STATE_SENDDATA = 2;
    parameter STATE_READDATA = 3;
    initial busy = 0;  
    reg internal_busy = 0;
    initial spi_cs = 1;  
    reg spi_clk_enable = 1;
    wire [0:7] send_address = {rw, SPI_LOW, address[0],address[1],address[2],address[3],address[4],address[5]};
    reg [0:7] read_data = 0;
    assign data = (rw) ? read_data: 8'bzzzzzzzz;
    reg [4:0] counter = 0;
    reg [2:0] state = 0;
    always @ (posedge spi_clk_gen) begin
        if (internal_busy==1) begin        
            if(state == STATE_READDATA) begin
                    read_data[counter] <= spi_miso;
            end   
            if (counter==7) begin
                case (state)
                    STATE_SENDADDRESS : begin                        
                        state <= (rw==0)? STATE_SENDDATA : STATE_READDATA;                        
                        counter <= 0;
                    end
                    default : begin
                        state <= STATE_IDLE;
                        internal_busy <= 0;
                    end
                endcase
            end
            else begin
                counter <= counter + 1;
            end
        end else begin            
            counter <= 0;
            if(state == STATE_IDLE) begin
                spi_cs <= 1;
                state <= STATE_SENDADDRESS;
            end
            else begin
                state <= STATE_SENDADDRESS;
                busy <= en;
                spi_cs <= ~en;            
                internal_busy <= en;
            end
        end
    end
    always @ (negedge spi_clk_gen) begin
        if (internal_busy==1) begin    
            case (state)
                STATE_SENDADDRESS : begin
                    spi_mosi <= send_address[counter];
                end
                STATE_SENDDATA : begin
                    spi_mosi <= data[counter];
                end
                STATE_READDATA : begin
                    spi_mosi <= 0;
                end
            endcase
        end
    end
endmodule
==> out/metrics.cfg <==
[status]
outcome = did not finish
haltStage = clock tree synthesis (4_1_cts)
error = [error] [KeplerFormal.cpp:679] Workflow failed: Iso has multiple drivers: .data0, data[0]$_DFFE_PP_.Q0

[yosys]
simple_gate_share_pct = 28.6
ys_types = 55
syn_area_per_cell_um2 = 9.86
synth_cells = 272
top_area_share_pct = 29.1
topCellsByArea = dfxtp_1 29%, edfxtp_1 13%, mux2_2 4.6%
synth_xor_xnor_area_share_pct = 4.90
ys.flop_type = dfxtp_1
fa_ha_area_share_pct = 4.20
top_area_cell = dfxtp_1
synth-edff-count = 12
ys_ff = 51
ys_warn_count = 3
ys_seq_share_pct = 42.5
ys_sh_mux_pct = 8.02
top_logic_kind = simple AND/OR/NAND/NOR gates
ys_sh_aoi_pct = 9.24
syn_area_mm2 = 0.00268
ys_area_mm2 = 0.00268
synthArstFlopShare_pct = 0
ys_cells = 272

[floorplan]
rows = 34
core_util_floorplan_pct = 30.9
pin_count = 22
die_w_um = 96.6
dieHeight_um = 96.6

[cts]
root_buffer = clkbuf_8
cts-htree-levels = 2
cts_hold_buf = 0
numCtsBuffers = 5
clockBufferDepth = 2
cts_setup_buffers = 0
cts_resized = 0

[placed_design]
place_area_mm2 = 0.00301
dp_hpwl_mm = 3.77
place.gp.congestion = 0.869
io_buffer_count = 13

[final_timing]
unclocked_regs = 19
untimed_endpoints = 41

metrics by stage:
step / cells / setup WS, ns / total power, W
detailed placement: 412 / 0.700 / 0.000475
floorplan: 294 / 0.938 / 0.000454
global placement: 412 / 0.746 / 0.000474
kinds of logic after synthesis:
logic type	count (synthesis)
adder cells (fa/ha/maj)	9
AND/OR/NAND/NOR	133
multiplexers	16
AND-OR/OR-AND	32
XOR/XNOR	15
other	1
buffers and inverters	15
flip-flops	51
Yosys cell counts (all sizes together), types with 2 or more instances:
library cell	instances
a211oi	3
nor4	14
ha	9
nand2b	5
a211o	2
nand4b	3
a31oi	3
inv	12
and4b	2
nand2	27
nand3	14
a21oi	6
nor3	10
nor4b	2
nor2b	2
nand4	13
nor3b	4
clkbuf	2
mux2i	2
dfxtp	39
and3	5
mux4	3
edfxtp	12
mux2	11
xnor2	8
o21ai	6
or2	4
xor2	7
or3	5
o211ai	2
nor2	18
Power and IR drop assume default switching activity.
